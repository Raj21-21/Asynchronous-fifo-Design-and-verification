[flow/design.v]
`timescale 1ns / 1ps
`timescale 1ns / 1ps
module fifo_ram #(parameter width = 8,
						parameter addr = 3)(rstN,data_in,wr_en,clk,wr_add,rd_add,data_out);
parameter depth = (1<<addr);
input rstN;
input [width - 1 : 0] data_in;
input wr_en;
input clk;
input [addr - 1 : 0] wr_add;
input [addr - 1 : 0] rd_add;
output [width -1 : 0] data_out;
reg [width -1 : 0 ] mem [depth - 1 :0];
integer i;
task reset();
	begin
		for (i=0; i<=(depth -1); i=i+1)
			mem[i] <= 0;
	end
endtask
assign data_out = mem[rd_add];
always @(posedge clk or negedge rstN )
	begin 
		if (!rstN)
			begin
				reset();
			end
		else 
		if (wr_en)
			begin
				mem[wr_add] <= data_in;
			end
	end			
endmodule
`timescale 1ns / 1ps
module fifo_write #(parameter add_size = 3)
						(rstN,w_clk,w_en,w_add);
input w_clk;
input rstN;
input w_en;
output reg [add_size : 0] w_add;
always @(posedge w_clk or negedge rstN)
	begin
		if (!rstN)
			begin
				w_add <=0;
			end
		else 
		if (w_en)
			begin
				w_add <= w_add + 1;
			end
		else
			w_add <= w_add;
	end
endmodule
`timescale 1ns / 1ps
module fifo_read#(parameter add_size = 3)
						(rstN,r_clk,r_add,r_en);
input r_clk;
input rstN;
input r_en;
output reg [add_size : 0] r_add;
always @(posedge r_clk or negedge rstN)
	begin
		if (!rstN)
			begin
				r_add <=0;
			end
		else 
		if (r_en)
			begin
				r_add <= r_add + 1;
			end
		else
			r_add <= r_add;
	end
endmodule
module fifo_top #(parameter width = 8,
						parameter add_width = 4)(f_in,clrN,W_EN,R_EN,w_clk,r_clk,f_out,fullN,emptyN);
input w_clk;
input W_EN;
wire [add_width :0] w_add;  
wire  w_en;
input r_clk;
input R_EN;
wire r_en;
wire [add_width :0]  r_add;   
input [width - 1:0] f_in; 
input clrN;
output [width -1:0] f_out;
output emptyN;
output fullN;
assign w_en = fullN && W_EN ;
assign r_en = emptyN && R_EN;
assign fullN  = !((w_add[add_width] != r_add[add_width])&& (w_add[add_width - 1:0] == r_add[add_width -1:0]));
assign emptyN = !((w_add[add_width] == r_add[add_width])&& (w_add[add_width - 1:0] == r_add[add_width -1:0]));
fifo_ram #(width,add_width) RAM (.rstN(clrN),
								 .data_in(f_in),
								 .wr_en(w_en),
								 .clk(w_clk),
								 .wr_add(w_add[add_width-1:0]),
								 .rd_add(r_add[add_width-1:0]),
								 .data_out(f_out)
								);
fifo_write #(add_width) write   (.rstN(clrN),
								 .w_clk(w_clk),
								 .w_en(w_en),
								 .w_add(w_add)
								);
fifo_read #(add_width) read     (.rstN(clrN),
								 .r_clk(r_clk),
								 .r_en(r_en),
								 .r_add(r_add)
								);
endmodule
[flow/run.sh]
#!/bin/bash
# OpenROAD 26Q1-2900-gdf79404cd8, Yosys 0.63+post, stock flow scripts
make -C /OpenROAD-flow-scripts/flow DESIGN_CONFIG=/design/flow/config.mk WORK_HOME=/design/flow/orfs finish
[flow/config.mk]
export PLATFORM = sky130hd
export DESIGN_NAME = fifo_top
export DESIGN_NICKNAME = fifo_top
export VERILOG_FILES = /design/flow/design.v
export SDC_FILE = /design/flow/constraint.sdc
export NUM_CORES = 4
export LEC_CHECK = 1
export CORE_UTILIZATION = 50
[flow/constraint.sdc]
current_design fifo_top

set clk_period 4.7
set clk_io_pct 0.2

create_clock -name clk0 -period $clk_period [get_ports {r_clk}]
create_clock -name clk1 -period $clk_period [get_ports {w_clk}]

set non_clock_inputs [all_inputs -no_clocks]
set_input_delay [expr $clk_period * $clk_io_pct] -clock clk0 $non_clock_inputs
set_output_delay [expr $clk_period * $clk_io_pct] -clock clk0 [all_outputs]
==> notes.md <==
flow finished, numbers: status=finished, final reports clean, proportion of layout cells with a drive suffix above 1=35.8%, reg2reg start=read.r_add[3]$_DFFE_PN0P_, CP top delay family=buffers and inverters, Setup Skew=0.00789 ns, DIE AREA=0.0140 mm2, syn avg cell area=12.8 um2, worst setup path endpoint=f_out[3], die width=118 um, Max VDD drop=353 uV, slowest CP cell=ha_1, mapped cell area=0.00675 mm2, gate count after technology mapping=527, vias in the first global route=4,630, Area growth syn-to-layout=13.6%, CTS tree=done, CP cell instances=inv_1 > ha_1 > buf_4 > a22oi_1 > o21ai_0 > nand3_1 > a31oi_1 > clkdlybuf4s50_1, Slew @ Worst Pin=0.924 ns, CP required=3.76 ns, drt pass-1 iters=5, PwrDens=760 mW/mm2, Synth Warn #=4, CTS Hold Bufs=0, ys cells=527, final setup fails=0, HP Class=reg2reg, initial drt markers=380, RR Endpoint=RAM.mem[2][2]$_DFFE_PN0P_, Comb area=0.00307 mm2, DP HPWL=10,500 um, Gates resized, CTS repair=0, RSZ-0062 raised after global routing=false, post-CTS setup buffers=0, crit path DAT=3.01 ns, crit end category=output pin, Residual DRC=0, final hold vios=0, Slew Viols, Final=0, gr ovfl total=0, DR vias/cell=6.18, IO Port Bufs=21, WP depth=8, post-route ant nets=0, Registers, synthesis=138, Largest stage delay, worst path=0.69 ns, global routing usage on met3=5.86%, clock slew seen by the registers of the worst setup and hold paths=0.05 ns, storage element area=0.00345 mm2, Top-Level Pins=23, vias=4,504, Most Crowded Layer GR=met1, Post-synth ARST share=100%, number of max-cap violations=0, tool warnings=32, reg2reg path depth=5, CTS Sinks=138, initial antenna violation count=0, setup TNS=0 ns, drt total wl=16,300 um, largest net degree at the start of global routing=64, Max-slew headroom=38.4%, area reported by Yosys stat=0.00675 mm2, crit start category=register, FILL cells=1,044, die height=118 um, Seq share, synth=51.1%, Critical Path Source=read.r_add[0]$_DFFE_PN0P_, CP Class=reg2out, global-route wire length before repair=26,100 um, number of library cell types mapped by synthesis=53, met2 Use GR=39.5%, static leakage=3.15 nW, floorplan core density=51.2%, met1 usage=39.9%, Std-Cell Rows=42, count of library flops with an enable pin=0, Tot GR Track Use=25.9%, gpl congestion=0.817, antenna cells=0, crit path max fanout=16, Avg WL per Cell=22.3 um, flop2flop setup slack=1.88 ns, Final Util=58.1%, Buf/Inv on CP=3, top_reg_cell synth=dfrtp_1, core footprint=0.0132 mm2
cell families after synthesis:
family / synth area share, %
AND/OR/NAND/NOR: 5.04
multiplexers: 22.4
AND-OR/OR-AND: 14.3
adder cells (fa/ha/maj): 1.48
XOR/XNOR: 2.32
buffers and inverters: 3.32
flip-flops: 51.1
Yosys cell counts (3+ instances only):
master,n,area share (%)
dfrtp_1,138,51
mux2_2,120,20
o21ai_0,23,1.7
a22oi_1,22,2.4
clkbuf_1,22,1.2
nand3_1,20,1.5
nand2_1,18,1.0
nor2_1,11,0.61
a31oi_1,9,0.83
a21oi_1,8,0.59
buf_1,8,0.44
ha_1,8,1.5
mux2_4,8,1.8
xnor2_1,8,1.0
inv_1,7,0.39
o211ai_1,7,0.78
a21oi_2,6,0.78
a21oi_4,6,1.4
a222oi_1,6,0.89
nand4_1,6,0.56
a32oi_1,5,0.65
a311o_1,4,0.59
buf_2,4,0.30
o2111ai_2,4,0.89
o221a_2,4,0.67
buf_6,3,0.50
nand3b_1,3,0.33
xor2_1,3,0.39
stage by stage:
step | total power [mW] | cell area [um2] | hold WS, ns | setup WS (ns) | cells
after floorplan | 3.78 | 6750 | 0.458 | 2.01 | 527
after global placement | 4.49 | 7060 | 0.474 | 1.03 | 695
after detailed placement | 4.52 | 7060 | 0.488 | 0.980 | 695
after CTS | 5.86 | 7670 | 0.501 | 0.738 | 729
after global routing | 6.19 | 7670 | 0.511 | 0.501 | 729
final | 5.83 | 7670 | 0.497 | 0.754 | 729
sequential cells by signal (all words and copies together), names as in the netlist:
name	cells
write.w_add	5
RAM.mem	128
read.r_add	5
layer usage:
metal	vias to the layer above	wire length, um
met2	119	7880
met5	-	0
met3	26	867
met1	2349	7150
li1	2010	-
met4	0	357
report_power, final:
group | switching, mW | total [mW] | internal, mW | leakage, nW
sequential | 0.413 | 2.18 | 1.77 | 1.70
combinational | 1.17 | 2.34 | 1.17 | 1.15
clock | 0.494 | 1.31 | 0.816 | 0.301
total | 2.08 | 5.83 | 3.75 | 3.15
layout make-up:
class	instances	area share, %
clock buffers	24	7.11
inverters	8	0.392
flip-flops and latches	138	45.0
well taps	176	2.87
multi-input cells	342	40.1
clock inverters	10	0.767
repair buffers	31	3.74
worst min-delay path by stage:
stage,depth (start not counted),startpoint,end,slack [ns]
final,1,RAM.mem[9][7]$_DFFE_PN0P_,RAM.mem[9][7]$_DFFE_PN0P_,0.50
after global routing,1,RAM.mem[0][3]$_DFFE_PN0P_,RAM.mem[0][3]$_DFFE_PN0P_,0.51
after CTS,1,RAM.mem[9][7]$_DFFE_PN0P_,RAM.mem[9][7]$_DFFE_PN0P_,0.50
cell usage in the layout, fill, tap and decap left out, types with 6 or more instances in the layout:
cell type / n
a21oi_1: 8
a21oi_2: 6
a21oi_4: 6
a222oi_1: 6
a22oi_1: 22
a31oi_1: 9
buf_4: 10
clkbuf_16: 20
clkdlybuf4s50_1: 20
clkinv_2: 7
dfrtp_1: 138
ha_1: 8
inv_1: 7
mux2_2: 120
mux2_4: 8
nand2_1: 18
nand3_1: 20
nand4_1: 6
nor2_1: 11
o211ai_1: 7
o21ai_0: 23
xnor2_1: 8
Power is estimated from default activity; no workload was simulated.
